--- ./config.mk ---
export PLATFORM = sky130hd
export DESIGN_NAME = unsigned_multiplier
export DESIGN_NICKNAME = unsigned_multiplier
export VERILOG_FILES = /design/flow/design.v
export SDC_FILE = /design/flow/constraint.sdc
export NUM_CORES = 4
export LEC_CHECK = 1
export CORE_UTILIZATION = 30
--- ./constraint.sdc ---
current_design unsigned_multiplier

set clk_period 11.8
set clk_io_pct 0.2

create_clock -name clk0 -period $clk_period

set non_clock_inputs [all_inputs -no_clocks]
set_input_delay [expr $clk_period * $clk_io_pct] -clock clk0 $non_clock_inputs
set_output_delay [expr $clk_period * $clk_io_pct] -clock clk0 [all_outputs]
--- ./design.v ---
module unsigned_multiplier #(
    parameter WIDTH = 8
)(
    input [WIDTH-1:0] a,
    input [WIDTH-1:0] b,
    output reg [2*WIDTH-1:0] product
);
    wire [2*WIDTH-1:0] partial_products[WIDTH-1:0];
    genvar i;
    generate
        for (i = 0; i < WIDTH; i = i + 1) begin : gen_partial_products
            assign partial_products[i] = b[i] ? (a << i) : {2*WIDTH{1'b0}};
        end
    endgenerate
    integer j;
    always @(*) begin
        product = {2*WIDTH{1'b0}};
        for (j = 0; j < WIDTH; j = j + 1) begin
            product = product + partial_products[j];
        end
    end
endmodule
--- ./run.sh ---
#!/bin/bash
# OpenROAD 26Q1-2900-gdf79404cd8, Yosys 0.63+post, stock flow scripts
make -C /OpenROAD-flow-scripts/flow DESIGN_CONFIG=/design/flow/config.mk WORK_HOME=/design/flow/orfs finish
==> flow_metrics.tcl <==
# place-and-route summary
set metrics [dict create \
    finalMaxSlewViolations 0 \
    vdd_drop_max_mv 0.1310 \
    synth-cells-yosys 209 \
    post_drt_wl_per_cell_um 11.28 \
    worstHoldStart "a[0]" \
    areaGrowthSynthToFinish_pct 21.34 \
    synth.cell_area_mm2 0.001941 \
    violation_count_after_the_first_detailed_routing_iteration 50 \
    critPathArrivalTime_ns 7.20 \
    viasPerCell 4.636 \
    ff_count 0 \
    min_path_type "primary input to primary output" \
    timing.hold.worst_path_depth 3 \
    num_io_pins 32 \
    placedInstanceArea_mm2 0.002355 \
    clock.fmax_mhz 104.6 \
    leakage_nw 1.192 \
    quantity_of_hold_fixing_buffers_added_after_cts 0 \
    synthMostInstantiatedCell "and2_1" \
    power_per_cell_area_mw_per_mm2 134.9 \
    grt_pass1_wl_um 6568 \
    routabilityCongestion 0.8341 \
    area_leaders "fa_1 39%, ha_1 20%, and2_1 15%" \
    numPortBuffers 32 \
    timing.critical_path.from_type "primary input" \
    vias_in_the_first_global_route 1469 \
    seq_area_frac_synth_pct 0 \
    initial_core_util_pct 31.83 \
    number_of_antenna_violations_at_the_first_check_in_global_routing 0 \
    final_period_minus_worst_setup_slack_ns 9.561 \
    vias 1465 \
    slew_headroom_pct 80.35 \
    netlist-cell-type-count 26 \
    setup.worst_path.end_class "primary output" \
    worst_hold_end "product[0]" \
    pin_count_of_the_biggest_net_entering_global_routing 9 \
    p_total_w 0.0003176 \
    final.clkbuf_count 0 \
    setup_viol 0 \
    postLayoutCellArea_mm2 0.002355 \
    ys_top_cells_by_count "47 x and2_1, 38 x fa_1, 35 x inv_1" \
    postRouteAntennaNets 0 \
    routed_wirelength_um 3566 \
    sequential_cell_area_um2 0 \
    chip_footprint_mm2 0.006795 \
    final.setup.tns_ns 0 \
    place.detailed.hpwl_um 3093 \
    tightestPinTransition_ns 0.2939 \
    antennaDiodeCount 0 \
    report.final.hold_viol_count 0 \
    core_region_area_mm2 0.006096 \
    grt_use_total_pct 12.67 \
    worst-setup-path-type "primary input to primary output" \
    top_area_share_pct 39.20 \
    yosys-stat-area_mm2 0.001941 \
    stdcell_count 316 \
    unrepaired_setup_endpoints_after_global_routing "false" \
    std_cell_rows 28 \
    syn_area_per_cell_um2 9.285 \
    critical_path.max_fanout 8 \
    status "finished clean" \
    netlist_instances 209 \
    layout-drive-gt1-share_pct 3.734 \
    stage_log_warnings 32 \
    die-width_um 82.43 \
    drc_errors 0 \
    startpoint "a[7]" \
    cts_repair_resize_count 0 \
    cts_setup_buffers 0 \
    firstDrtPassIters 4 \
    die_height_um 82.43 \
    yosysWarningCount 1 \
    dpl.cell_count 316 \
    fin_util_pct 38.63 \
    fin_crit_sh_pct 81.03 \
    synthDominantAreaCellType "fa_1" \
    total_global_routing_overflow 0 \
    max_cap_violations 0 \
    worst_ep_required_time_ns 9.44 \
]
## cell usage in the layout, fill, tap and decap left out, drive strengths merged
cell	instances
and3	3
and2	47
o41ai	2
o21ai	4
inv	35
nand2b	2
a21oi	5
xor2	4
nand3	1
ha	31
or2	1
o31a	1
a21o	2
nand4	1
nor3	1
fa	38
clkdlybuf4s50	32
a31oi	1
a211oi	1
nand2	21
or3	1
xnor2	6
nor2	1
## how the worst max path moves through the flow
stage,cells past startpoint,slack [ns],end
after CTS,17,2.23,product[14]
after global routing,17,2.00,product[14]
final,17,2.24,product[14]
## cell families (layout without fill, tap and decap cells)
family	count (synthesis)	count (layout)	synth area share, %
AOI/OAI and AO/OA	16	16	6.705
buffers and inverters	35	67	6.770
adders and majority gates	69	69	59.19
xor gates and xnor gates	10	10	4.513
and+or+nand+nor	79	79	22.82
## worst max-delay path, cell delays in order
cell             delay, ns
clkdlybuf4s50_1       0.53
and2_1                0.24
fa_1                  0.53
inv_1                 0.05
fa_1                  0.52
inv_1                 0.05
fa_1                  0.52
inv_1                 0.05
fa_1                  0.52
inv_1                 0.04
ha_1                  0.34
and3_2                0.24
a211oi_2              0.25
nand2b_2              0.12
a31oi_2               0.21
xnor2_1               0.14
clkdlybuf4s50_1       0.48
## power by group
group	total, W	switching (W)	internal (W)
combinational	0.000318	0.000135	0.000183
sequential	0	0	0
clock	0	0	0
total	0.000318	0.000135	0.000183
## metrics by stage
stage | setup slack, ns | hold WS [ns]
6_report | 2.239 | 5.841
3_5_place_dp | 2.240 | 5.842
4_1_cts | 2.225 | 5.846
3_3_place_gp | 2.264 | 5.847
2_1_floorplan | 3.494 | 4.792
5_1_grt | 1.997 | 5.900
## layer usage
layer | vias up | track usage, % | wire (µm)
li1 | 720 | - | -
met1 | 707 | 20.20 | 1793
met2 | 38 | 19.92 | 1571
met3 | 0 | 1.895 | 201
met4 | 0 | 0 | 0
met5 | - | 0 | 0
## layout make-up
cell class | count | area, µm²
tap | 75 | 93.84
timing repair buffer | 32 | 320.3
inverter | 35 | 131.4
multi-input combinational | 174 | 1809
fill | 625 | 3741
Power is estimated from default activity; no workload was simulated.
