--- design.v ---
module pipelined_multiplier #(
    parameter WIDTH = 8,
    parameter STAGES = 3
)(
    input clk,
    input reset,
    input [WIDTH-1:0] a,
    input [WIDTH-1:0] b,
    output reg [2*WIDTH-1:0] product
);
    reg [WIDTH-1:0] a_pipe [STAGES-1:0];
    reg [WIDTH-1:0] b_pipe [STAGES-1:0];
    reg [2*WIDTH-1:0] partial_prod [STAGES-1:0];
    integer stage;
    always @(posedge clk or posedge reset) begin
        if (reset) begin
            for (stage = 0; stage < STAGES; stage = stage + 1) begin
                a_pipe[stage] <= 0;
                b_pipe[stage] <= 0;
                partial_prod[stage] <= 0;
            end
            product <= 0;
        end else begin
            a_pipe[0] <= a;
            b_pipe[0] <= b;
            for (stage = 1; stage < STAGES; stage = stage + 1) begin
                a_pipe[stage] <= a_pipe[stage-1];
                b_pipe[stage] <= b_pipe[stage-1];
            end
            partial_prod[0] <= a_pipe[0] * b_pipe[0];
            for (stage = 1; stage < STAGES; stage = stage + 1) begin
                partial_prod[stage] <= partial_prod[stage-1];
            end
            product <= partial_prod[STAGES-1];
        end
    end
endmodule
--- run.sh ---
#!/bin/bash
# OpenROAD 26Q1-2900-gdf79404cd8, Yosys 0.63+post, stock flow scripts
make -C /OpenROAD-flow-scripts/flow DESIGN_CONFIG=/design/flow/config.mk WORK_HOME=/design/flow/orfs finish
--- config.mk ---
export PLATFORM = sky130hd
export DESIGN_NAME = pipelined_multiplier
export DESIGN_NICKNAME = pipelined_multiplier
export VERILOG_FILES = /design/flow/design.v
export SDC_FILE = /design/flow/constraint.sdc
export NUM_CORES = 4
export LEC_CHECK = 1
export CORE_UTILIZATION = 30
--- constraint.sdc ---
current_design pipelined_multiplier

set clk_period 4.8
set clk_io_pct 0.2

create_clock -name clk0 -period $clk_period [get_ports {clk}]

set non_clock_inputs [all_inputs -no_clocks]
set_input_delay [expr $clk_period * $clk_io_pct] -clock clk0 $non_clock_inputs
set_output_delay [expr $clk_period * $clk_io_pct] -clock clk0 [all_outputs]
==> out/results.tsv <==
stage	metric	value	unit
hold_path	hold_start	partial_prod[0][8]	
cts	cts_sinks	80	
logic_synthesis	area_leaders	dfrtp_1 49%, fa_1 18%, ha_1 11%, and2_1 7.1%, inv_1 4.6%	
cts	cts_inserted_buffers	9	
logic_synthesis	ys.flops	80	
power_and_ir_drop	p_switching	685	uW
power_and_ir_drop	vdd_drop_max	0.158	mV
cts	clockRootBuffer	clkbuf_16	
logic_synthesis	yosys_cells	324	
grt	grt_max_degree	54	
power_and_ir_drop	p_seq_share	38.8	%
critical_path	rr_worst_depth	15	
logic_synthesis	syn_inst	324	
cts	postCtsHoldBufs	0	
logic_synthesis	async_flop_share	100	%
cts	cts_max_path_buffers	2	
placement	io_buffer_count	33	
cts	cts_resized	0	
cells_and_area	area_growth	21.5	%
die	core_area	0.0133	mm^2
critical_path	crit_type	register to register	
critical_path	rrSetupSlack	0.58	ns
routing	drtPass1Iterations	4	
grt	first_global_vias	2278	
logic_synthesis	ff_type	dfrtp_1	
critical_path	crit_path_max_fanout	8	
power_and_ir_drop	leakage	0.00242	uW
routing	avgViaCountPerCell	4.05	
critical_path	timing.rr.start	a_pipe[0][5]	
cells_and_area	fin_area	0.00500	mm^2
cts	cts_tree	yes	
cts	cts_setup_buffers	0	
sta	maxSlewViolCount	0	
routing	drt_first_iter_violations	98	
cts	insertion_delay	0.34	ns
logic_synthesis	largest_area_cell	dfrtp_1	
sta	final_hold_viol_count	0	
critical_path	worstSetupStartpointType	register	
logic_synthesis	synth_cell_type_count	29	
logic_synthesis	synthTopCellsByCount	80 x dfrtp_1, 50 x inv_1, 47 x and2_1	
hold_path	min_to	partial_prod[1][8]	
hold_path	hold_class	register to register	
power_and_ir_drop	power.internal	1780	uW
grt	grt_use_total	10.4	%
routing	antenna_cells	0	
routing	totalWireLength	6.33	mm
die	die_y	119	um
critical_path	r2r-end	partial_prod[0][11]	
sta	rsz0062_at_grt	no	
placement	dp_hpwl	4.73	mm
critical_path	cp_cell_sequence	and2_1 -> fa_1 -> inv_1 -> fa_1 -> inv_1 -> fa_1 -> inv_1 -> fa_1 -> inv_1 -> ha_1 -> and2_4 -> a221oi_2 -> nand2_1 -> a31oi_1 -> xnor2_1	
critical_path	cp_slowest_cell	fa_1	
cts	clkTransAtPathRegs	0.06	ns
power_and_ir_drop	power_frac_clock	29.8	%
sta	worst_pin_slew	0.640	ns
flow_run	tool_warnings	25	
logic_synthesis	yosys_warnings	4	
sta	final.setup.tns	0	ns
logic_synthesis	syn_area	0.00411	mm^2
power_and_ir_drop	p_sw_share	27.8	%
critical_path	worstPathArrival	4.49	ns
critical_path	slowest_delay	0.53	ns
die	rows	42	
sta	period_needed	4.22	ns
critical_path	worstPathRequired	5.07	ns
grt	grt_overflow_total	0	
power_and_ir_drop	power.density	492	mW/mm^2
grt	grt_pass1_wl	11.4	mm
sta	max_freq	237	MHz
cells_and_area	drive_gt1_share	5.61	%
sta	fin_ws	0.581	ns
power_and_ir_drop	p_comb_share	31.4	%
placement	routabilityCongestion	0.824	
sta	fin_crit_sh	87.9	%
die	chipArea	0.0142	mm^2
die	initCoreUtil	30.9	%
die	ios	34	
grt	antenna_found_initial	0	
logic_synthesis	yosys-stat-area	0.00411	mm^2
routing	drc	0	
routing	wl_per_cell	11.5	um
routing	num_vias	2225	
cts	htreeDepth	3	
logic_synthesis	top_cell	dfrtp_1	
run_status	status	finished clean	
sta	slew_headroom	57.4	%
placement	place_ws	0.586	ns
sta	skew	0.00527	ns
placement	place_area	0.00467	mm^2
logic_synthesis	ys_seq_share	48.7	%
critical_path	end_kind	register	
logic_synthesis	top_area_share	48.7	%
sta	setup_viol	0	
hold_path	whs_path_depth	0	
logic_synthesis	synth-edff-count	0	
logic_synthesis	synth.avg_cell_area	12.7	um^2
flow_run	maxCapViolCount	0	
routing	final_antenna_net_count	0	
die	dieWidth	119	um
[logic make-up (layout without fill, tap and decap cells)]
logic type      Yosys count  count (layout)  synth area share [%]
flops                    80              80                  48.7
simple gates             88              88                  11.8
xor+xnor                 11              11                  2.34
fa+ha+maj                72              72                  28.5
buf+inv                  50             100                  4.56
compound gates           23              23                  4.17
[cell type report]
| cell class | instances | area [um^2] |
|---|---|---|
| clock buffer | 12 | 246 |
| clock inverter | 4 | 77.6 |
| multi-input combinational | 194 | 1920 |
| fill | 1264 | 8300 |
| timing repair buffer | 34 | 338 |
| tap | 176 | 220 |
| sequential | 80 | 2000 |
| inverter | 50 | 189 |
[per-stage QoR]
stage	power (uW)	utilization, %	hold slack (ns)	instances
floorplan	1510	-	0.331	324
global placement	1740	35.1	0.331	534
detailed placement	1750	35.1	0.335	534
CTS	2500	37.6	0.345	550
global route	2660	37.6	0.353	550
finish	2460	37.6	0.346	550
[how the worst max path moves through the flow]
stage / depth (start not counted) / slack [ns] / to / from
after CTS: 15 / 0.58 / partial_prod[0][11] / a_pipe[0][5]
after global routing: 15 / 0.34 / partial_prod[0][11] / b_pipe[0][4]
final: 15 / 0.58 / partial_prod[0][11] / a_pipe[0][5]
[power by group through the flow]
| stage | Combinational, uW | Clock, uW | Sequential [uW] |
|---|---|---|---|
| after CTS | 787 | 754 | 959 |
| after global routing | 891 | 784 | 981 |
| final | 772 | 733 | 955 |
[metal layers]
layer,GRT usage (%),routed length (um),up-vias
met1,17.5,3150,1068
li1,-,-,1108
met3,2.35,248,13
met2,14.3,2760,36
met5,0,0,-
met4,1.98,167,0
[flip-flops by register name (all words and copies together), names as in the netlist]
register      count
product          16
a_pipe            8
b_pipe            8
partial_prod     48
[critical path, delay by kind of cell (launching register included)]
kind / cells / cell delay, ns
AND-OR/OR-AND: 2 / 0.47
adder cells (fa/ha/maj): 5 / 2.35
AND/OR/NAND/NOR: 3 / 0.50
flip-flops: 1 / 0.49
buffers and inverters: 4 / 0.19
XOR/XNOR: 1 / 0.13
[placed cells by master (no fill, tap or decap), types with 3 or more instances in the layout]
cell / Yosys / final
and2_1: 47 / 47
xor2_1: 4 / 4
ha_1: 36 / 36
inv_1: 50 / 49
a21oi_1: 5 / 5
o21a_1: 4 / 4
clkbuf_16: 0 / 9
fa_1: 36 / 36
clkdlybuf4s50_1: 0 / 33
xnor2_1: 7 / 7
nand2_1: 23 / 23
nor2_1: 6 / 6
a211o_1: 3 / 3
and3_1: 3 / 3
dfrtp_1: 80 / 80
Power is estimated from default activity; no workload was simulated.
