[flow/config.mk]
export PLATFORM = sky130hd
export DESIGN_NAME = carry_select_adder
export DESIGN_NICKNAME = carry_select_adder
export VERILOG_FILES = /design/flow/design.v
export SDC_FILE = /design/flow/constraint.sdc
export NUM_CORES = 4
export LEC_CHECK = 1
export CORE_AREA = 10 10 70 70
export DIE_AREA = 0 0 80 80
[flow/constraint.sdc]
current_design carry_select_adder

set clk_period 3.8
set clk_io_pct 0.2

create_clock -name clk0 -period $clk_period

set non_clock_inputs [all_inputs -no_clocks]
set_input_delay [expr $clk_period * $clk_io_pct] -clock clk0 $non_clock_inputs
set_output_delay [expr $clk_period * $clk_io_pct] -clock clk0 [all_outputs]
[flow/design.v]
module carry_select_adder #(
    parameter integer WIDTH = 8,
    parameter integer BLOCK_SIZE = 4
)(
    input wire [WIDTH-1:0] a,
    input wire [WIDTH-1:0] b,
    input wire cin,
    output wire [WIDTH-1:0] sum,
    output wire cout
);
    wire [WIDTH/BLOCK_SIZE:0] carry_chain;
    assign carry_chain[0] = cin;
    assign cout = carry_chain[WIDTH/BLOCK_SIZE];
    genvar i;
    generate
        for (i = 0; i < WIDTH/BLOCK_SIZE; i = i + 1) begin : block_gen
            wire [BLOCK_SIZE-1:0] sum_0, sum_1;
            wire carry_0, carry_1;
            block_adder #(.WIDTH(BLOCK_SIZE)) block0 (
                .a(a[BLOCK_SIZE*i +: BLOCK_SIZE]),
                .b(b[BLOCK_SIZE*i +: BLOCK_SIZE]),
                .cin(1'b0),
                .sum(sum_0),
                .cout(carry_0)
            );
            block_adder #(.WIDTH(BLOCK_SIZE)) block1 (
                .a(a[BLOCK_SIZE*i +: BLOCK_SIZE]),
                .b(b[BLOCK_SIZE*i +: BLOCK_SIZE]),
                .cin(1'b1),
                .sum(sum_1),
                .cout(carry_1)
            );
            assign sum[BLOCK_SIZE*i +: BLOCK_SIZE] = 
                carry_chain[i] ? sum_1 : sum_0;
            assign carry_chain[i+1] = 
                carry_chain[i] ? carry_1 : carry_0;
        end
    endgenerate
endmodule
module block_adder #(
    parameter integer WIDTH = 4
)(
    input wire [WIDTH-1:0] a,
    input wire [WIDTH-1:0] b,
    input wire cin,
    output wire [WIDTH-1:0] sum,
    output wire cout
);
    wire [WIDTH:0] carry;
    assign carry[0] = cin;
    assign cout = carry[WIDTH];
    genvar j;
    generate
        for (j = 0; j < WIDTH; j = j + 1) begin : bit_gen
            assign sum[j] = a[j] ^ b[j] ^ carry[j];
            assign carry[j+1] = (a[j] & b[j]) | (a[j] & carry[j]) | (b[j] & carry[j]);
        end
    endgenerate
endmodule
[flow/run.sh]
#!/bin/bash
# OpenROAD 26Q1-2900-gdf79404cd8, Yosys 0.63+post, stock flow scripts
make -C /OpenROAD-flow-scripts/flow DESIGN_CONFIG=/design/flow/config.mk WORK_HOME=/design/flow/orfs finish
==> flow_metrics.py <==
# Flow results
metrics = {
    "outcome": {
        "status": "complete, no violations",
    },
    "power_and_ir_drop": {
        "switching_power_w": 0.00003686,
        "power_frac_comb_pct": 100.0,
        "p_clk_share_pct": 0,
        "vdd_drop_max_v": 0.00007334,
        "p_total_w": 0.0001124,
        "switching_share_pct": 32.80,
        "seq_power_share_pct": 0,
        "p_leak_nw": 0.3230,
        "intPower_w": 0.00007552,
        "power.density_nw_per_um2": 148.5,
    },
    "synthesis": {
        "yosysSeqAreaShare_pct": 0,
        "yosysWarnings": 0,
        "synthCells": 50,
        "ys_cells": 50,
        "netlist_area_um2": 419.2,
        "synth_top_cell_by_area": "ha_1",
        "synth_cell_type_count": 23,
        "area_leaders": "ha_1, xnor2_1, xor2_1, inv_1, nand2b_1",
        "top_cell_area_share_pct": 29.85,
        "ys_chip_area_um2": 419.2,
        "postSynthAreaPerCell_um2": 8.383,
    },
    "critical_path": {
        "crit_fanout": 3,
        "criticalPathCategory": "in2out",
        "worstPathRequired_ps": 3040,
        "worst-endpoint-arrival_ps": 2900,
        "end_kind": "primary output",
        "start_kind": "input pin",
    },
    "route": {
        "postRouteWirelength_um": 1160,
        "initialDrtViolationCount": 15,
        "drc": 0,
        "num_antenna_cells": 0,
        "routedWlPerCell_um": 9.431,
        "drtAntennaViolNets": 0,
        "vias": 440,
        "viasPerCell": 3.577,
        "drtPass1Iterations": 2,
    },
    "flow_run": {
        "cap_violations": 0,
        "log.warning_count": 34,
    },
    "global_routing": {
        "grtUsageTotal_pct": 3.325,
        "grt_pass1_wl_um": 1807,
        "grt_max_degree": 6,
        "grt_pass1_vias": 448,
        "antenna_found_initial": 0,
        "grt_overflow": 0,
    },
    "final_timing": {
        "period_used_pct": 96.36,
        "fin_crit_ps": 3661,
        "fin_hold_ws_ps": 2314,
        "slew_viol_final": 0,
        "tightest_slew_ps": 239.8,
        "hold_violations": 0,
        "fmax_mhz": 273.1,
        "tns_ps": 0,
        "rsz0062_at_grt": "false",
        "relSlewSlack_pct": 84.01,
        "setup_viol": 0,
    },
    "cells_and_area": {
        "filler_cell_count": 378,
        "final_cell_mix": "clkdlybuf4s50_1, ha_1, xnor2_1, nor2_1, inv_1",
        "flops": 0,
        "lay_top_count": "clkdlybuf4s50_1",
        "finalInstanceArea_um2": 757.0,
        "nClkBuffers": 0,
        "regArea_um2": 0,
        "drive_gt1_share_pct": 12.99,
        "syn_to_final_growth_pct": 80.60,
    },
    "placement": {
        "post-dp-hpwl_um": 1079,
        "place_area_um2": 737.0,
        "gp_congestion": 0.6654,
        "io_buffers": 26,
    },
    "floorplanning": {
        "die_area_um2": 6400,
        "io_pins": 26,
        "dieHeight_um": 80,
        "placementRows": 21,
        "core_area_um2": 3416,
        "die_w_um": 80,
        "fp_util_pct": 12.27,
    },
    "worst_hold_path": {
        "hold_path.class": "in2out",
    },
}
-- worst max-delay path, cell delays in order --
cell and delay (ps):
clkdlybuf4s50_1 480, inv_1 50, ha_1 180, nand2b_4 150
a21oi_4 180, o22a_4 190, nor2_2 50, o221ai_2 210
xor2_1 170, clkdlybuf4s50_1 490
-- metrics by stage --
| step | instances | setup slack (ps) | util, % |
|---|---|---|---|
| floorplan | 50 | 1230 | - |
| global placement | 122 | 107.5 | 21.58 |
| detailed placement | 122 | 88.64 | 21.58 |
| CTS | 122 | 72.95 | 21.58 |
| global route | 123 | 14.27 | 22.16 |
| finish | 123 | 138.5 | 22.16 |
-- layer usage --
metal  vias to the layer above  GRT usage (%)  wire [µm]
met5                         -              0          0
met4                         0              0          0
met3                         0          2.159        158
met2                        18          4.735        445
met1                       192          4.351        556
li1                        230              -          -
-- power by group through the flow --
| stage | Clock, W | Combinational (W) | Sequential [W] |
|---|---|---|---|
| CTS | 0 | 0.000114 | 0 |
| global route | 0 | 0.000124 | 0 |
| finish | 0 | 0.000112 | 0 |
-- cells in the mapped netlist --
cell type,n
o21ai_1,1
nand2b_4,1
o32ai_2,1
inv_1,5
nor3_1,2
a21o_1,1
or3_1,1
nand2b_1,3
o221ai_2,1
o22a_4,1
or2_2,1
nor2b_1,1
xor2_1,3
or2_1,1
nor2_1,5
ha_1,10
a21oi_4,1
and2_1,1
xnor2_1,5
o22ai_1,1
nor2_2,1
a21oi_1,2
o22ai_2,1
-- cells by family (layout without fill, tap and decap cells) --
logic type	count (synthesis)	in the layout	synth area share [%]
buf+inv	5	32	4.478
xor+xnor	8	8	16.72
simple gates	17	17	23.59
compound gates	10	10	25.38
fa+ha+maj	10	10	29.85
-- layout make-up --
type	count	area (µm²)	share of cell area, %
multi-input cells	45	407.9	53.88
repair buffers	27	272.8	36.03
well taps	46	57.56	7.603
inverters	5	18.77	2.479
-- path summary, 6_finish.rpt --
path / from / cells after the start / slack [ps] / endpoint
max: a[0] / 10 / 140 / sum[7]
min: b[5] / 4 / 2310 / sum[5]
-- what timing repair did --
action                                  in CTS  in global routing
hold buffers                                 0                  0
endpoints found under the setup margin       0                  2
gates resized                                0                  3
buffers inserted                             0                  1
Power is estimated from default activity; no workload was simulated.
